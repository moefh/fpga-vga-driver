File: /design/flow/config.mk
export PLATFORM = sky130hd
export DESIGN_NAME = vga
export DESIGN_NICKNAME = vga
export VERILOG_FILES = /design/flow/design.v
export SDC_FILE = /design/flow/constraint.sdc
export NUM_CORES = 4
export LEC_CHECK = 1
export CORE_UTILIZATION = 50
File: /design/flow/constraint.sdc
current_design vga

set clk_period 3.8
set clk_io_pct 0.2

create_clock -name clk0 -period $clk_period [get_ports {clk}]

set non_clock_inputs [all_inputs -no_clocks]
set_input_delay [expr $clk_period * $clk_io_pct] -clock clk0 $non_clock_inputs
set_output_delay [expr $clk_period * $clk_io_pct] -clock clk0 [all_outputs]
File: /design/flow/design.v
module sprite_control(
	input wire clk,
	input wire spr_clk,
	input wire spr_cmd,
	input wire spr_ser,
	output wire       out_write,
	output wire [3:0] out_command,
	output wire [9:0] out_data
);
	reg in_clk_prev = 1'b0;
	reg in_clk  = 1'b0;
	reg in_cmd  = 1'b0;
	reg in_ser  = 1'b0;
	reg       reg_write    =  1'b0;
	reg [3:0] reg_command  =  4'h0;
	reg [9:0] reg_data     = 10'b0;
	reg [2:0] cmd_len      =  3'b0;
	assign out_write   = reg_write;
	assign out_command = reg_command;
	assign out_data    = reg_data;
	always @(posedge clk) begin
		in_clk_prev <= in_clk;
		in_clk <= spr_clk;
		in_cmd <= spr_cmd;
		in_ser <= spr_ser;
		if (in_clk & ~in_clk_prev) begin
			if (in_cmd) begin
				reg_write <= 1'b1;
				cmd_len <= 1'd0;
			end else begin
				reg_write <= 1'b0;
				if (cmd_len != 3'd4) begin
 					cmd_len     <= cmd_len + 3'd1;
					reg_command <= {reg_command[2:0], in_ser};
				end else begin
					reg_data    <= {reg_data[8:0],    in_ser};
				end
			end
		end else begin
			reg_write <= 1'b0;
		end
	end
endmodule
module sprite_reg(
	input wire clk,
	input wire       write,
	input wire [3:0] command,
	input wire [9:0] data,
	output wire       out_enable,
	output wire [9:0] out_x1,
	output wire [8:0] out_y1,
	output wire [9:0] out_x2,
	output wire [8:0] out_y2,
	output wire [2:0] out_color
);
	reg       spr_enable =  1'b1;
	reg [9:0] spr_x1     = 10'd0;
	reg [8:0] spr_y1     =  9'd0;
	reg [9:0] spr_x2     = 10'd100;
	reg [8:0] spr_y2     =  9'd100;
	reg [2:0] spr_color  =  3'b111;
	assign out_enable = spr_enable;
	assign out_x1     = spr_x1;
	assign out_y1     = spr_y1;
	assign out_x2     = spr_x2;
	assign out_y2     = spr_y2;
	assign out_color  = spr_color;
	always @(posedge clk) begin
		if (write) begin
			case (command)
			4'h1 : spr_enable = data[0];
			4'h2 : spr_x1     = data[9:0];
			4'h3 : spr_y1     = data[8:0];
			4'h4 : spr_x2     = data[9:0];
			4'h5 : spr_y2     = data[8:0];
			4'h6 : spr_color  = data[2:0];
			endcase
		end
	end
endmodule
module vga(
	input wire clk,
	input wire pixel_strobe,
	input wire spr_clk,
	input wire spr_cmd,
	input wire spr_ser,
	output wire h_sync,
	output wire v_sync,
	output wire r, g, b,
	output wire [3:0] debug_spr_command
);
	localparam VGA_H_SCREEN = 10'd640;
	localparam VGA_V_SCREEN = 10'd480;
	localparam VGA_H_SYNC_START  =  10'd16;   
	localparam VGA_H_SYNC_END    = 10'd112;   
	localparam VGA_H_DRAW_START  = 10'd160;   
	localparam VGA_H_DRAW_END    = 10'd800;   
	localparam VGA_V_SYNC_START  =  10'd10;   
	localparam VGA_V_SYNC_END    =  10'd12;   
	localparam VGA_V_DRAW_START  =  10'd45;   
	localparam VGA_V_DRAW_END    = 10'd525;   
	reg [9:0] v_count = 9'b0;
	reg [9:0] h_count = 9'b0;
	wire [9:0] x = (h_count < VGA_H_DRAW_START) ? VGA_H_SCREEN : (h_count - VGA_H_DRAW_START);
	wire [9:0] y = (v_count < VGA_V_DRAW_START) ? VGA_V_SCREEN : (v_count - VGA_V_DRAW_START);
	always @(posedge clk) begin
		if (pixel_strobe) begin
			if (h_count == VGA_H_DRAW_END-10'd1) begin
				h_count <= 10'b0;
				if (v_count == VGA_V_DRAW_END-10'd1)
					v_count <= 10'b0;
				else
					v_count <= v_count + 10'b1; 
			end else begin
				h_count <= h_count + 10'b1;
			end
		end
	end
	wire       spr_write;
	wire [3:0] spr_command;
	wire [9:0] spr_data;
	sprite_control spr_cnt(clk, spr_clk, spr_cmd, spr_ser, spr_write, spr_command, spr_data);
	assign debug_spr_command = spr_command;
	wire       spr0_en;
	wire [9:0] spr0_x1;
	wire [8:0] spr0_y1;
	wire [9:0] spr0_x2;
	wire [8:0] spr0_y2;
	wire [2:0] spr0_color;
	sprite_reg spr0(clk, spr_write, spr_command, spr_data, spr0_en, spr0_x1, spr0_y1, spr0_x2, spr0_y2, spr0_color);
	assign h_sync = (h_count >= VGA_H_SYNC_START) && (h_count < VGA_H_SYNC_END);
	assign v_sync = (v_count >= VGA_V_SYNC_START) && (v_count < VGA_V_SYNC_END);
	wire   blank  = ((v_count < VGA_V_DRAW_START || v_count >= VGA_V_DRAW_END) ||
	                 (h_count < VGA_H_DRAW_START || h_count >= VGA_H_DRAW_END));
	assign r = (~blank) & spr0_en & spr0_color[2] & (x >= spr0_x1 && x <= spr0_x2 && y >= spr0_y1 && y <= spr0_y2);
	assign g = (~blank) & spr0_en & spr0_color[1] & (x >= spr0_x1 && x <= spr0_x2 && y >= spr0_y1 && y <= spr0_y2);
	assign b = (~blank) & spr0_en & spr0_color[0] & (x >= spr0_x1 && x <= spr0_x2 && y >= spr0_y1 && y <= spr0_y2);
endmodule
File: /design/flow/run.sh
#!/bin/bash
# OpenROAD 26Q1-2900-gdf79404cd8, Yosys 0.63+post, stock flow scripts
make -C /OpenROAD-flow-scripts/flow DESIGN_CONFIG=/design/flow/config.mk WORK_HOME=/design/flow/orfs finish
==> Slide: Implementation Results <==
Implementation Results

Logic synthesis
  • Yosys synthesis warning count: 3
  • Unique cell type count in the Yosys netlist: 51
  • Top logic family: simple AND/OR/NAND/NOR gates
  • Gate count of the mapped netlist: 392
  • Post-synth seq share: 54.7%
  • Yosys xor share: 4.46%
  • Synth Area in Adders: 12.5%
  • Cell taking the most area after synthesis: edfxtp_1
  • Commonest flop: edfxtp_1
  • Syn_area_per_cell: 11.5 um^2
  • Cell count listed in synth_stat.txt: 392
  • Simple-Gate Fraction of Synth Area: 14.1%
  • Asr flop ratio synth: 0%
  • Top-area cell type share of the netlist area: 52.5%
  • #FFs+latches synth: 84
  • Top cells by count, synth: edfxtp_1, inv_1, ha_1
  • Compound Share, Synth: 8.75%
  • Synthesized cell area: 0.00452 mm^2
  • EDFF count, synth: 79
  • Mux share: 0%
  • Yosys synthesis chip area: 0.00452 mm^2
  • Largest cells by area after synthesis: edfxtp_1, ha_1, inv_1, nor2_1, xor2_1
  • Most common cell in the synthesized netlist: edfxtp_1

GRT
  • Largest net degree at the start of global routing: 16
  • Number of global-route vias before repair: 2890
  • First-pass GRT wire length: 13800 um
  • Gr usage total: 19.6%
  • Gr ovfl total: 0
  • Initial antenna violation count: 0

Drt
  • Starting DRC count in detailed routing: 86
  • 1st-pass router iterations: 4
  • DRC violations left: 0
  • Post-DR vias/cell: 5.14
  • Routed length per placed instance: 14.7 um
  • Total Wirelength: 8440 um
  • Routed Antenna Nets: 0
  • Antenna fix cells: 0
  • Vias: 2958

Clock tree
  • Hold_buf cts: 0
  • TritonCTS clock tree: built
  • Clock buffer depth: 2
  • CTS buffer count: 9
  • CTS H-tree lvls: 3
  • Clk sinks: 84
  • Clock Tree Root: clkbuf_8
  • Clock-pin slew on the worst setup and hold paths: 0.08 ns
  • Latency at later pin: 0.34 ns

Pwr
  • Power Density: 316 mW/mm^2
  • Clk pwr share: 32.3%
  • Leakage power: 2.30 nW
  • Net Sw Power: 0.000424 W
  • Register share of total power: 58.9%
  • Max VDD drop: 0.287 mV
  • Combinational Power Share: 8.8%
  • P_int: 0.00134 W
  • Sw frac: 24.1%

Setup path
  • Buf/Inv on CP: 7
  • Slowest-stage cell, CP: edfxtp_1
  • Crit Path Max Fanout: 3
  • Crit path depth: 17
  • CP required: 3.04 ns
  • CP max stage delay: 0.40 ns
  • R2R depth: 7
  • Most used cell, CP: buf_4
  • Cell family with most CP delay: buffers and inverters
  • Critical Setup Path Class: flop to primary output
  • Cells along the critical path: inv_2 > ha_4 > and3b_2 > o21ai_4 > nand2_2 > nand2_2 > buf_4 > buf_4 > buf_4 > ha_1 > inv_1 > a21oi_2 > nand4b_1 > a221oi_2 > buf_4 > nor4_2 > buf_2
  • Critical Path AT: 3.05 ns
  • Setup crit end kind: primary output
  • CP Launch Type: flop

Floorplan
  • Std cell rows: 34
  • Core area: 0.00872 mm^2
  • Ports: 14
  • Floorplan Utilization: 51.8%
  • Die height: 97.1 um
  • Die footprint: 0.00942 mm^2
  • Die x size: 97.1 um

Timing
  • Period minus WS final: 3.81 ns
  • Finish-stage setup viols: 2
  • Final setup margin: -0.00603 ns
  • Actual slew at the worst max-slew pin: 0.822 ns
  • Slew margin rel.: 45.0%
  • Max Clock Freq: 263 MHz
  • Final Hold Fails: 0
  • RSZ-0062 raised after global routing: true
  • Clock skew: 0.0119 ns
  • Tcrit/Tclk final: 100%
  • Max Slew Vio Count: 0

Status
  • Failing checks: setup timing
  • Status: complete, but fails checks

Placement
  • Hpwl dp: 6020 um
  • I/O Buffers: 13
  • Placer congestion estimate: 0.852
  • DP Area: 0.00503 mm^2

Flow run
  • # Max-Cap Violations: 0
  • Number of warnings in the stage logs: 35

Finish
  • Post-Route Utilization: 63.8%
  • Cell area after layout: 0.00556 mm^2
  • Area Overhead vs Synth: 23.2%
  • Layout cells sized above 1: 26.8%

Worst hold path
  • Worst min-delay path category: flop to flop
  • WHS Path Cells: 0
-- cell type report --
type	count	area, um^2
Multi-Input combinational cell	250	2050
Tap cell	108	135
Clock inverter	6	48.8
Timing Repair Buffer	70	554
Sequential cell	84	2470
Inverter	48	180
Fill cell	666	3160
Clock buffer	9	124
-- metal layers --
metal / GRT usage, % / part of all wire, % / vias to the layer above
met5: 0 / 0 / -
met4: 4.59 / 2.3 / 0
met3: 5.42 / 4.9 / 8
met2: 27.3 / 42 / 60
met1: 33.7 / 50 / 1357
li1: - / - / 1533
-- stage by stage --
step / setup TNS, ns / instances / setup WS, ns / total power [W] / hold slack, ns
after floorplan: 0 / 392 / 0.323 / 0.00114 / 0.332
after global placement: -0.348 / 545 / -0.119 / 0.00119 / 0.345
after detailed placement: -0.549 / 545 / -0.207 / 0.00119 / 0.345
after CTS: -0.110 / 570 / -0.0447 / 0.00178 / 0.358
after global routing: -0.547 / 575 / -0.218 / 0.00185 / 0.374
final: -0.00704 / 575 / -0.00603 / 0.00176 / 0.360
-- state kept, by name (all words and copies together) (netlist names), 3 cells and up --
name,cells
spr_cnt.reg_data,10
spr0.spr_x1,10
spr_cnt.cmd_len,3
spr0.spr_y2,9
spr0.spr_y1,9
spr0.spr_color,3
spr_cnt.reg_command,4
spr0.spr_x2,10
v_count,10
h_count,10
-- cell usage in the layout, fill, tap and decap left out, types with 4 or more instances in the layout --
cell type / count
a21oi_1: 7
clkdlybuf4s50_1: 10
ha_1: 41
o21ai_0: 6
a21oi_2: 7
edfxtp_1: 79
xnor2_1: 9
nand3_1: 7
a31oi_1: 5
nor2_1: 30
buf_4: 54
ha_4: 4
a21o_1: 6
nor3_1: 10
inv_1: 45
o21ai_2: 5
xor2_1: 11
and3_1: 6
nand2_1: 19
nor2b_1: 8
dfxtp_1: 5
and2_1: 5
clkbuf_8: 9
-- logic make-up after synthesis --
group / count (synthesis)
simple gates: 122
flops: 84
compound gates: 60
buf+inv: 58
fa+ha+maj: 45
xor+xnor: 23
-- final timing paths --
kind | start | end | slack, ns
worst max register to register | h_count[0] | v_count[0] | 1.53
worst min-delay path | spr_cnt.in_clk | spr_cnt.in_clk_prev | 0.36
worst min register to register | spr_cnt.in_clk | spr_cnt.in_clk_prev | 0.36
worst max-delay path | v_count[0] | b | -0.006
-- repair_timing --
item / 4_1_cts / 5_1_grt
resized: 37 / 37
gates cloned: 0 / 0
endpoints found under the setup margin: 3 / 3
setup buffers: 10 / 5
pin swaps: 16 / 22
-- power groups by stage --
stage	clock network, W	logic (W)	registers, W
after global routing	0.000631	0.000174	0.00104
final	0.000568	0.000155	0.00104
after CTS	0.000595	0.000144	0.00104
Power and IR drop assume default switching activity.
