`/design/flow/design.v`:
```
module lcd7seg(
	input  wire [3:0] num,
	output wire [6:0] seg
);
	assign seg = ((num == 4'H0) ? 7'b1111110 :
					  (num == 4'H1) ? 7'b0110000 :
					  (num == 4'H2) ? 7'b1101101 :
					  (num == 4'H3) ? 7'b1111001 :
					  (num == 4'H4) ? 7'b0110011 :
					  (num == 4'H5) ? 7'b1011011 :
					  (num == 4'H6) ? 7'b1011111 :
					  (num == 4'H7) ? 7'b1110000 :
					  (num == 4'H8) ? 7'b1111111 :
					  (num == 4'H9) ? 7'b1111011 :
					  (num == 4'HA) ? 7'b1110111 :
					  (num == 4'HB) ? 7'b0011111 :
					  (num == 4'HC) ? 7'b1001110 :
					  (num == 4'HD) ? 7'b0111101 :
					  (num == 4'HE) ? 7'b1001111 :
					  (num == 4'HF) ? 7'b1000111 :
					                  7'b0000001);
endmodule
```
`/design/flow/run.sh`:
```
#!/bin/bash
# OpenROAD 26Q1-2900-gdf79404cd8, Yosys 0.63+post, stock flow scripts
make -C /OpenROAD-flow-scripts/flow DESIGN_CONFIG=/design/flow/config.mk WORK_HOME=/design/flow/orfs finish
```
`/design/flow/config.mk`:
```
export PLATFORM = sky130hd
export DESIGN_NAME = lcd7seg
export DESIGN_NICKNAME = lcd7seg
export VERILOG_FILES = /design/flow/design.v
export SDC_FILE = /design/flow/constraint.sdc
export NUM_CORES = 4
export LEC_CHECK = 1
export CORE_AREA = 10 10 70 70
export DIE_AREA = 0 0 80 80
```
`/design/flow/constraint.sdc`:
```
current_design lcd7seg

set clk_period 1.5
set clk_io_pct 0.2

create_clock -name clk0 -period $clk_period

set non_clock_inputs [all_inputs -no_clocks]
set_input_delay [expr $clk_period * $clk_io_pct] -clock clk0 $non_clock_inputs
set_output_delay [expr $clk_period * $clk_io_pct] -clock clk0 [all_outputs]
```
==> impl_metrics.csv <==
group,metric,value,unit
detailed_routing,wl,847,microns
logic_synthesis,syn_inst,36,
worst_setup_path,cp_data_arrival_time,1190,ps
clock_network,cts_hold_buffers,0,
finish,fillers,403,
power,power,0.0001118,W
floorplanning,die_w,80,microns
finish,seq_cells,0,
global_route,grt_max_degree,10,
power,vdd_drop_max,0.05920,mV
logic_synthesis,yosysCellCount,36,
worst_setup_path,endpoint_kind,"output pin",
placement,io_buffers,11,
worst_setup_path,worst-endpoint-required,1200,ps
logic_synthesis,synthesis.area,209.0,sq um
run,maxCapViolations,0,
floorplanning,rows,21,
timing,worst_slew_pin_slew,234.6,ps
finish,layout_top_cell,"buf_4",
global_route,overflow,0,
min_path,hold_path_class,"input pin to output pin",
timing,fmax,671.8,MHz
power,cellPowerDensity,251.0,nW/um^2
finish,clkbuf_count,0,
logic_synthesis,yosysChipArea,209.0,sq um
detailed_routing,via_per_inst,3.100,
timing,finalSetupTns,0,ps
finish,flop_area,0,sq um
logic_synthesis,synthDistinctLibCells,15,
floorplanning,floorplan.core_util,0.06117,
detailed_routing,post_drt_wl_per_cell,8.470,microns
detailed_routing,drc,0,
placement,place_area,419.2,sq um
detailed_routing,drt_iter0_drc,10,
status,status,"completed",
finish,fin_area,445.4,sq um
power,leakage,0.1912,nW
global_route,track_usage,0.02378,
timing,fin_crit_sh,0.9924,
logic_synthesis,synth.avg_cell_area,5.804,sq um
finish,area_growth,113.2,%
global_route,grt_first_pass_wirelength,1.283,mm
timing,slew_viol_final,0,
min_path,whs_path_depth,3,
floorplanning,fp.dieArea,6400,sq um
min_path,worstHoldEndpoint,"seg[4]",
floorplanning,io_pins,11,
logic_synthesis,yosys_warnings,0,
detailed_routing,dr.pass1.iters,4,
worst_setup_path,path_class,"input pin to output pin",
min_path,min_from,"num[1]",
detailed_routing,ant_nets,0,
placement,gp_congestion,0.7281,
run,tool_warnings,32,
floorplanning,coreArea,3416,sq um
finish,final_cell_mix,"12 x buf_4, 6 x dlygate4sd2_1, 5 x nand2_1, 5 x a21oi_1, 4 x nand2b_4",
logic_synthesis,topCellsByArea,"nand2b_1 15%, a21oi_1 14%, buf_6 11%, nand2_1 11%, nor3_1 9.6%",
worst_setup_path,startpoint_type,"input pin",
floorplanning,die_height,80,microns
timing,timing.final.hold_violations,0,
logic_synthesis,synth_area_leader_cell,"nand2b_1",
detailed_routing,vias,310,
timing,setup_viol,0,
timing,max-slew-margin-rel,0.8424,
finish,final_layout_size_suffix_gt1_frac,0.4630,
timing,fin_crit,1489,ps
logic_synthesis,postSynthSeqShare,0,
global_route,grt_pass1_vias,271,
placement,dp_hpwl,652.9,microns
global_route,antenna_found_initial,0,
detailed_routing,num_antenna_cells,0,
worst_setup_path,critPathMaxFanout,4,
logic_synthesis,top_cell_area_share,0.1497,
==> report_power, final <==
group | internal (W) | leakage, nW | switching [W] | total, W
logic | 0.0000630 | 0.191 | 0.0000488 | 0.000112
registers | 0 | 0 | 0 | 0
clock network | 0 | 0 | 0 | 0
total | 0.0000630 | 0.191 | 0.0000488 | 0.000112
==> per-layer routing <==
metal	vias to the layer above	wire length (microns)	global-route usage
met4	0	0	0
li1	164	-	-
met1	135	445	0.03823
met2	11	337	0.03130
met5	-	0	0
met3	0	64	0.006818
==> final cells by class <==
| cell class | count | area [sq um] | share of cell area |
|---|---|---|---|
| multi-input cells | 31 | 219.0 | 0.4916 |
| inverters | 1 | 3.754 | 0.008427 |
| well taps | 46 | 57.56 | 0.1292 |
| repair buffers | 22 | 165.2 | 0.3708 |
==> synth_stat cells <==
cell type / n
mux2i_1: 1
xor2_1: 1
nor3_1: 4
a21oi_1: 6
o21ai_1: 1
buf_6: 2
a31oi_1: 1
nor2_1: 2
buf_2: 2
nand2_1: 6
nand2b_1: 5
o22ai_1: 2
a211oi_2: 1
inv_1: 1
or3_1: 1
==> logic make-up (layout without fill, tap and decap cells) <==
group           count (synthesis)  in the layout  synth area share
simple gates                   18             18            0.4192
compound gates                 11             11            0.3173
buf+inv                         5             23            0.1736
xor+xnor                        1              1           0.04192
mux                             1              1           0.04791
==> metrics by stage <==
stage | std cells | setup slack [ps] | util | hold slack (ps)
floorplan | 36 | 352.2 | - | 738.2
global placement | 99 | -718.8 | 0.1227 | 1740
detailed placement | 99 | -699.5 | 0.1227 | 1717
CTS | 100 | 7.432 | 0.1249 | 1042
global route | 100 | -22.27 | 0.1304 | 986.4
finish | 100 | 11.38 | 0.1304 | 957.2
==> worst max-delay path, cell delays in order <==
cell and delay (ps):
buf_2 130, buf_4 140, or3_1 350, nand2_1 80, a21oi_1 70, buf_2 120
==> what timing repair did <==
action	in CTS	in global routing
pin swaps	3	0
resized	31	7
buffers inserted	1	0
setup endpoints to repair	7	5
==> worst max path at each step <==
stage,start,end
CTS,num[1],seg[3]
global route,num[3],seg[4]
finish,num[3],seg[4]
Power and IR drop assume default switching activity.
